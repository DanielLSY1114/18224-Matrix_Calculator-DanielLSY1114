==> /design/flow/design.v <==
`default_nettype none
module MagComp
  #(parameter WIDTH = 30)
  (output logic AltB, AeqB, AgtB,
   input logic [WIDTH-1:0] A,
   input logic [WIDTH-1:0] B);
  assign AltB= (A<B);
  assign AgtB= (A>B);
  assign AeqB= (A==B);
endmodule : MagComp
module Adder
  #(parameter WIDTH = 30)
  (output logic [WIDTH:0] S,
   input logic add,
   input logic [WIDTH-1:0] A,
   input logic [WIDTH-1:0] B);
  assign S = add ? A+B : A-B;
endmodule : Adder
module Multiplier
  #(parameter WIDTH = 30)
  (output logic [(WIDTH*2)-1:0] S,
   input logic [WIDTH-1:0] A,
   input logic [WIDTH-1:0] B);
  assign S = A*B;
endmodule : Multiplier
module Mux2to1
  #(parameter WIDTH = 30)
  (output logic [WIDTH-1:0]Y,
   input logic S,
   input logic [WIDTH-1:0]I0,
   input logic [WIDTH-1:0]I1);
  assign Y=S?I1:I0;
endmodule : Mux2to1
module Register
  #(parameter WIDTH = 3)
  (input logic [WIDTH-1:0] D,
   input logic en, clear,
   input logic clock,
   output logic [WIDTH-1:0] Q);
  always_ff @(posedge clock)
    if (clear)
      Q <= 0;
    else if (en)
      Q <= D;
    else
      Q <= Q;
endmodule: Register
module Counter
  #(parameter WIDTH = 4)
  (input logic clock,
   input logic clear,
   input logic en,
   output logic [WIDTH-1:0] Q);
  always_ff @(posedge clock) begin
    if (clear) begin
      Q <= 0;
    end
    else if (en) begin
      Q <= Q + 1'b1;
    end
    else begin
      Q <= Q;
    end
  end
endmodule: Counter
module Synchronizer
  (input logic async,
   input logic clock,
   output logic sync);
  logic tmp1, tmp2;
  assign tmp2 = tmp1;
  always_ff @(posedge clock)
    tmp1 <= async;
  always_ff @(posedge clock)
    sync <= tmp2;
endmodule : Synchronizer
module ShiftRegister_8_128 
  (input logic [7:0] data_in,
   input logic en,
   input logic clock, rst,
   output logic [127:0] Q);
  always_ff @(posedge clock) begin
    if (rst) begin
      Q <= 128'b0;
    end
    else if (en) begin
      Q <= {Q[119:0],data_in};
    end
    else begin
      Q <= Q;
    end
  end
endmodule : ShiftRegister_8_128
module ShiftRegister_6_96
  (input logic [5:0] data_in,
   input logic en,
   input logic clock, rst,
   output logic [95:0] Q);
  always_ff @(posedge clock) begin
    if (rst) begin
      Q <= 96'b0;
    end
    else if (en) begin
      Q <= {Q[89:0],data_in};
    end
    else begin
      Q <= Q;
    end
  end
endmodule : ShiftRegister_6_96
module ShiftRegister_48_96
  (input logic [47:0] data_in,
   input logic en,
   input logic clock, rst,
   output logic [95:0] Q);
  always_ff @(posedge clock) begin
    if (rst) begin
      Q <= 96'b0;
    end
    else if (en) begin
      Q <= {Q[47:0],data_in};
    end
    else begin
      Q <= Q;
    end
  end
endmodule : ShiftRegister_48_96
module edge_detector (
    input logic signal,
    input logic clk,
    output logic pulse
);
    logic tmp1;
    always_ff @(posedge clk) begin
        tmp1<=signal;
    end
    assign pulse = (~tmp1)& signal;
endmodule: edge_detector
module ShiftRegister_12_96
  (input logic [11:0] data_in,
   input logic en,
   input logic clock, rst,
   output logic [95:0] Q);
  always_ff @(posedge clock) begin
    if (rst) begin
      Q <= 96'b0;
    end
    else if (en) begin
      Q <= {Q[83:0],data_in};
    end
    else begin
      Q <= Q;
    end
  end
endmodule : ShiftRegister_12_96
module ShiftRegister_20_160
  (input logic [19:0] data_in,
   input logic en,
   input logic clock, rst,
   output logic [159:0] Q);
  always_ff @(posedge clock) begin
    if (rst) begin
      Q <= 160'b0;
    end
    else if (en) begin
      Q <= {Q[149:0],data_in};
    end
    else begin
      Q <= Q;
    end
  end
endmodule : ShiftRegister_20_160
module ShiftRegister_96_96
  (input logic [95:0] data_in,
   input logic en,
   input logic clock, rst,
   output logic [95:0] Q);
  always_ff @(posedge clock) begin
    if (rst) begin
      Q <= 96'b0;
    end
    else if (en) begin
      Q <= data_in;
    end
    else begin
      Q <= Q;
    end
  end
endmodule : ShiftRegister_96_96
module ShiftRegister_160_160
  (input logic [159:0] data_in,
   input logic en,
   input logic clock, rst,
   output logic [159:0] Q);
  always_ff @(posedge clock) begin
    if (rst) begin
      Q <= 160'b0;
    end
    else if (en) begin
      Q <= data_in;
    end
    else begin
      Q <= Q;
    end
  end
endmodule : ShiftRegister_160_160
module ShiftRegister_80_160
  (input logic [79:0] data_in,
   input logic en,
   input logic clock, rst,
   output logic [159:0] Q);
  always_ff @(posedge clock) begin
    if (rst) begin
      Q <= 160'b0;
    end
    else if (en) begin
      Q <= {Q[79:0],data_in};
    end
    else begin
      Q <= Q;
    end
  end
endmodule : ShiftRegister_80_160
module ShiftRegister_40_160
  (input logic [39:0] data_in,
   input logic en,
   input logic clock, rst,
   output logic [159:0] Q);
  always_ff @(posedge clock) begin
    if (rst) begin
      Q <= 160'b0;
    end
    else if (en) begin
      Q <= {Q[119:0],data_in};
    end
    else begin
      Q <= Q;
    end
  end
endmodule : ShiftRegister_40_160
==> /design/flow/run.sh <==
#!/bin/bash
# OpenROAD 26Q1-2900-gdf79404cd8, Yosys 0.63+post, stock flow scripts
make -C /OpenROAD-flow-scripts/flow DESIGN_CONFIG=/design/flow/config.mk WORK_HOME=/design/flow/orfs finish
==> /design/flow/config.mk <==
export PLATFORM = sky130hd
export DESIGN_NAME = ShiftRegister_160_160
export DESIGN_NICKNAME = ShiftRegister_160_160
export VERILOG_FILES = /design/flow/design.v
export SDC_FILE = /design/flow/constraint.sdc
export NUM_CORES = 4
export LEC_CHECK = 1
export CORE_AREA = 10 10 191 191
export DIE_AREA = 0 0 201 201
==> /design/flow/constraint.sdc <==
current_design ShiftRegister_160_160

set clk_period 1.0
set clk_io_pct 0.2

create_clock -name clk0 -period $clk_period [get_ports {clock}]

set non_clock_inputs [all_inputs -no_clocks]
set_input_delay [expr $clk_period * $clk_io_pct] -clock clk0 $non_clock_inputs
set_output_delay [expr $clk_period * $clk_io_pct] -clock clk0 [all_outputs]
==> impl_metrics.tcl <==
# implementation run metrics
set metrics [dict create \
    worstReg2RegStart "Q[62]$_SDFFE_PP0P_" \
    worstHoldStart "rst" \
    post-route-period-util 1.079 \
    flow.area_growth_from_synthesis_pct 71.91 \
    route.detailed.vias_per_inst 3.614 \
    power.density_cell_area_nw_per_um2 1620 \
    p_leak_nw 4.640 \
    ys.flops 160 \
    critical_path_required_ns 0.80 \
    yosys_cell_count 516 \
    yosys.stat.chipArea_sq_um 5693 \
    achievable_frequency_ghz 0.9271 \
    yosys-top-cells-area "sky130_fd_sc_hd__dfxtp_1 (56%), sky130_fd_sc_hd__mux2i_1 (28%), sky130_fd_sc_hd__nor2_1 (11%)" \
    seq_area_frac_synth 0.5626 \
    post_synth_top_area_share 0.5626 \
    groute.usage.overall 0.09758 \
    antenna_found_initial 0 \
    dr_total_vias 4774 \
    antenna_cells 0 \
    report.final.hold_viol_count 0 \
    reg_top3 "Q: 160 flops" \
    cp_slowest_cell "sky130_fd_sc_hd__dfxtp_2" \
    synth.distinct_cells 8 \
    placement.io_buffers 322 \
    grt_setup_unrepaired "true" \
    gp_routability_congestion 0.8082 \
    topCombFamilyByArea "multiplexers" \
    violations "negative setup slack" \
    footprint_of_the_flip_flops_and_latches_sq_um 3403 \
    crit_type "flop to primary output" \
    worst_hold_path.endpoint "Q[9]$_SDFFE_PP0P_" \
    muxShareOfSynthArea 0.2813 \
    worst_hold_path_type "primary input to flop" \
    largest_net_degree_at_the_start_of_global_routing 34 \
    cts_max_path_buffers 2 \
    fp.coreArea_sq_um 32450 \
    stage_log_warnings 27 \
    post-route-drc-count 0 \
    iteration_0_drc_markers 94 \
    layout_min_cycle_time_ns 1.079 \
    cts_hold_bufs 0 \
    die_w_um 201 \
    r2r_setup_slack_ns 0.27 \
    final.setup.worst_slack_ns -0.07860 \
    avgRoutedWirePerCell_um 15.30 \
    ys_sh_xor 0 \
    timing_max_transition_violations_final 0 \
    hpwl_mm 15.53 \
    endpoint_of_the_most_critical_register_to_register_path "Q[62]$_SDFFE_PP0P_" \
    fin_tns_setup_ns -8.806 \
    drt-pass1-iter-count 4 \
    buffer_cell_driving_the_clock_tree_root "sky130_fd_sc_hd__clkbuf_16" \
    route.antenna.remaining_nets 0 \
    start_kind "flop" \
    aoi_share 0 \
    h-tree-depth 4 \
    first_global_vias 5024 \
    die_area_sq_um 40400 \
    worstPathMaxFanout 2 \
    wl_mm 20.21 \
    dpl_worst_slack_ns -0.08256 \
    synth_area_sq_um 5693 \
    worst_slew_pin_slew_ns 0.2950 \
    max_flop_register "Q" \
    crit_arrival_ns 0.88 \
    floorplan.die.height_um 201 \
    finClkSkew_ns 0 \
    clock-sinks 160 \
    synth_warn 1 \
    synth.cellmix.adderShare 0 \
    clk_latency_ns 0.43 \
    final.fill_count 3374 \
    post-route-util 0.3016 \
    whs_path_depth 3 \
    hold_slack_ns 0.1461 \
    worst_path_dominant_cell_family "flip-flops" \
    post-layout-total-power_w 0.01586 \
    cp-startpoint "Q[7]$_SDFFE_PP0P_" \
    fraction_of_layout_cells_with_a_size_suffix_above_1 0.4528 \
    timing.reg2reg.worst_path_depth 3 \
    slew-limit-headroom 0.8033 \
    post_synth_and_or_nand_nor_area_fraction 0.1055 \
    worst_path_largest_cell_delay_ns 0.35 \
    critical_path_buf_inv_count 1 \
    run_status "complete, but fails checks" \
    cts_tree "yes" \
    syn_avg_cell_area_sq_um 11.03 \
    row_count 66 \
    multi_input_comb_area_sq_um 2202 \
    clkTransAtPathRegs_ns 0.07 \
    boundaryPins 323 \
    grt.overflow.total 0 \
    drv.max_cap_violation_count 0 \
    worst_setup_path_end_kind "primary output" \
    synth_top_cell_by_area "sky130_fd_sc_hd__dfxtp_1" \
    worst_ir_drop_vdd_v 0.001057 \
    post_synth_inst_count 516 \
    crit_chain "buf_6" \
    grt_pass1_wl_mm 30.84 \
    largest_register_ffs 160 \
    setup_viol 160 \
    cts_made_buffers 17 \
    fp_util 0.1754 \
]
[logic make-up (layout without fill, tap and decap cells)]
logic type    Yosys count  count (layout)
buf+inv                36             399
mux                   160             160
simple gates          160             160
flops                 160             160
[through the flow]
| stage | instances | area, sq um |
|---|---|---|
| final | 1321 | 9787 |
| after CTS | 1317 | 9707 |
| after floorplan | 516 | 5693 |
| after global routing | 1321 | 9787 |
| after global placement | 1283 | 9625 |
| after detailed placement | 1283 | 9625 |
[worst max-delay path by stage]
stage,end,slack [ns],cells after the start
4_1_cts,Q[7],-0.13,1
5_1_grt,Q[138],-0.13,1
6_report,Q[7],-0.08,1
[Yosys cell counts]
master	n
sky130_fd_sc_hd__dfxtp_1	160
sky130_fd_sc_hd__mux2i_1	160
sky130_fd_sc_hd__nor2_1	160
sky130_fd_sc_hd__clkbuf_1	13
sky130_fd_sc_hd__buf_8	11
sky130_fd_sc_hd__buf_4	7
sky130_fd_sc_hd__buf_1	3
sky130_fd_sc_hd__buf_2	2
[cells in the final DEF, fill, tap and decap left out]
cell and count:
sky130_fd_sc_hd__mux2i_1 160, sky130_fd_sc_hd__nor2_1 160, sky130_fd_sc_hd__clkdlybuf4s50_1 160, sky130_fd_sc_hd__buf_12 12
sky130_fd_sc_hd__buf_2 142, sky130_fd_sc_hd__clkbuf_16 17, sky130_fd_sc_hd__dfxtp_2 160, sky130_fd_sc_hd__clkbuf_8 1
sky130_fd_sc_hd__inv_6 4, sky130_fd_sc_hd__clkinvlp_4 4, sky130_fd_sc_hd__clkbuf_1 1, sky130_fd_sc_hd__clkinv_2 1
sky130_fd_sc_hd__bufinv_16 3, sky130_fd_sc_hd__buf_6 18, sky130_fd_sc_hd__buf_4 36
[area by class of cell]
class | instances | share of cell area
well taps | 442 | 0.05651
repair buffers | 369 | 0.3105
clock inverters | 12 | 0.01636
multi-input cells | 320 | 0.2250
flip-flops and latches | 160 | 0.3477
clock buffers | 18 | 0.04385
[report_power, final]
group	switching (W)	total [W]	internal [W]
Combinational	0.000723	0.00211	0.00138
Clock	0.00280	0.00673	0.00393
Sequential	0.000187	0.00702	0.00683
Total	0.00372	0.0159	0.0121
[repair_timing]
action                                  4_1_cts  5_1_grt
gates resized                               696        8
gates cloned                                  0        0
endpoints found under the setup margin      160      160
setup buffers                                 4        4
[per-layer routing]
metal / global-route usage / up-vias / share of wire
met1: 0.1230 / 2158 / 0.43
met2: 0.1523 / 208 / 0.45
met3: 0.05072 / 7 / 0.11
met5: 0 / - / 0
li1: - / 2401 / -
met4: 0.008385 / 0 / 0.0081
